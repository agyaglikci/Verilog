--- flow/run.sh ---
#!/bin/bash
# OpenROAD 26Q1-2900-gdf79404cd8, Yosys 0.63+post, stock flow scripts
make -C /OpenROAD-flow-scripts/flow DESIGN_CONFIG=/design/flow/config.mk WORK_HOME=/design/flow/orfs finish
--- flow/config.mk ---
export PLATFORM = sky130hd
export DESIGN_NAME = trafficlight
export DESIGN_NICKNAME = trafficlight
export VERILOG_FILES = /design/flow/design.v
export SDC_FILE = /design/flow/constraint.sdc
export NUM_CORES = 4
export LEC_CHECK = 1
export CORE_UTILIZATION = 40
--- flow/constraint.sdc ---
current_design trafficlight

set clk_period 7.1
set clk_io_pct 0.2

create_clock -name clk0 -period $clk_period [get_ports {clk}]

set non_clock_inputs [all_inputs -no_clocks]
set_input_delay [expr $clk_period * $clk_io_pct] -clock clk0 $non_clock_inputs
set_output_delay [expr $clk_period * $clk_io_pct] -clock clk0 [all_outputs]
--- flow/design.v ---
`timescale 1ns / 1ps
module trafficlight(clk, go, PG, PY, PR, TG, TY, TR);
input clk, go;
output reg PG, PY, PR, TG, TY, TR;
reg [2:0] state;
initial state = 0;
reg [28:0] c;
always@(posedge clk)
case (state)
	0: begin
			PR <= 1;
			PY <= 0;
			PG <= 0;
			TR <= 0;
			TY <= 0;
			TG <= 1;
			if(go)
			begin
				TG <= 0;
				TY <= 1;
				c <= 200000000;
				state <= 1;
			end
		end
	1: if(c==0)
		begin
			TY <= 0;
			TR <= 1;
			c <= 100000000;
			state <= 2;
		end
		else
			c <= c - 1;
	2: if(c==0)
		begin
			PR <= 0;
			PG <= 1;
			c <= 400000000;
			state <= 3;
		end
		else
			c <= c - 1;
	3: if(c==0)
		begin
			PG <= 0;
			PY <= 1;
			c <= 200000000;
			state <= 4;
		end
		else
			c <= c - 1;
	4: if(c==0)
		begin
			PY <= 0;
			PR <= 1;
			c <= 100000000;
			state <= 5;
		end
		else
			c <= c - 1;
	5: if(c==0)
			state <= 0;
		else
			c <= c - 1;
	default: state <= 0;
endcase
endmodule
==> impl_metrics.ini <==
; flow metrics
[synth]
ff_type = edfxtp_1
ys_cells = 220
yosys.cell_types.count = 43
ys_area_mm2 = 0.00227
top_area_share_pct = 50.2
synth.cell_area_mm2 = 0.00227
ys_top_cells_by_area = edfxtp_1, xnor2_1, nor2_1, or4_1, nor3_1
postSynthAreaPerCell_um2 = 10.3
synth_cells = 220
synth_flops = 38
synth-edff-count = 38
synth_seq_share_pct = 50.2
ys_warn_count = 1
largest_area_cell = edfxtp_1
async_flop_share_pct = 0

[final_timing]
min_period_over_period_pct = 44.6
slew_violations = 0
slew_headroom_pct = 62.3
min_period_ns = 3.17
tightest_slew_ns = 0.565
rsz0062_at_grt = no
tns_ns = 0
fmax_mhz = 316
setup_viol = 0
hold_viol = 0
fin_skew_ns = 0.00977

[run]
log.warning_count = 25
cap_violations = 0

[power_and_ir_drop]
clkPwrFrac_pct = 13.7
power_frac_seq_pct = 49.1
p_per_area_mw_per_mm2 = 391
p_switching_uw = 378
worst_ir_drop_vdd_v = 0.000185
p_int_uw = 586
combPwrFrac_pct = 37.2
cellLeakagePower_uw = 0.000722
switching_share_pct = 39.2

[run_status]
outcome = complete, no violations

[global_routing]
grt_first_pass_wirelength_um = 7960
grt_pass1_vias = 1596
use_met1_pct = 30.3
antenna_found_initial = 0
grtUsageMet2_pct = 24.4
grt_use_met3_pct = 4.18
grt_max_degree = 23
overflow = 0
grt-busiest-layer = met1
grt_usage_pct = 17.7

[clock_tree]
clk_pin_slew_ns = 0.07
post_cts_buffers = 0
cts_sinks = 38
cts_tree = yes
cts_buffer_depth = 2
ctsHoldBuffers = 0
insertion_delay_ns = 0.28
numCtsBuffers = 5
h-tree-depth = 2
post_cts_resized = 0
root_buffer = clkbuf_8

[floorplan]
fp-row-count = 27
dieArea_mm2 = 0.00599
die_h_um = 77.4
placeableCoreArea_mm2 = 0.00551
core_util_floorplan_pct = 41.3
io-pin-count = 8
die_x_um = 77.4

[setup_path]
critical_path_class = register to register
cp-end-kind = register
path_max_fanout = 13
arrival_ns = 3.12
cp.required_ns = 7.05
cp-start-kind = register

[finish]
regArea_mm2 = 0.00114
lay_top_cells = edfxtp_1, nor2_1, xnor2_1
fin_area_mm2 = 0.00246
area_growth_pct = 8.48
final.fill_count = 524
layout_top_cell = edfxtp_1
drive_gt1_share_pct = 7.66
comb_area_mm2 = 0.00105

[place]
finalWeightedCongestion = 0.827
place_hpwl_um = 3170
placed_area_mm2 = 0.00239
portBuffers = 7

[detailed_routing]
wire_per_inst_um = 15.3
drt_iter0_drc = 153
vias = 1675
drc_errors = 0
routed_wirelength_um = 4500
viasPerCell = 5.70
antenna_left = 0
diodes = 0
dr.pass1.iters = 4

[worst_hold_path]
hp-class = register to register
routing by layer:
metal	wire (um)	up-vias
met4	65	0
li1	-	842
met5	0	-
met1	2170	784
met2	2030	43
met3	236	6
worst paths after layout:
| check | cells after the start | slack, ns | start | to |
|---|---|---|---|---|
| setup / recovery | 7 | 3.93 | c[0] | state[2] |
| hold / removal | 1 | 0.62 | c[0] | c[0] |
| setup reg to reg | 7 | 3.93 | c[0] | state[2] |
| hold reg to reg | 1 | 0.62 | c[0] | c[0] |
synthesized netlist by cell type (all sizes together) (3+ instances only):
cell type	number
a211oi	4
nor3	14
inv	6
xnor2	16
nand2	10
nand2b	4
nor2	30
a21oi	7
buf	4
o22ai	3
o21ai	10
or4	12
nand3	3
nor4	13
or2	3
or3	6
clkbuf	9
edfxtp	38
per-stage QoR:
step	setup WS [ns]	util (%)	power, uW	std cells	hold WS (ns)
finish	3.93	44.8	964	294	0.623
global route	3.64	44.8	1050	294	0.661
CTS	3.92	44.8	974	294	0.627
detailed placement	3.93	43.4	837	288	0.617
global placement	3.92	43.4	837	288	0.611
floorplan	3.66	-	722	220	0.576
critical path: stages (launching register included):
cell and delay, ns:
edfxtp_1 0.43, inv_1 0.08, ha_1 0.20, or4b_1 0.62, nor4_2 0.38, nand3_1 0.46
a22oi_1 0.32, a2bb2oi_1 0.35
state kept, by name, summed over array words and instances (netlist names):
register / cells
state: 3
PY: 1
PR: 1
TG: 1
PG: 1
TR: 1
TY: 1
c: 29
final cells by class:
| type | instances | share of cell area [%] |
|---|---|---|
| timing repair buffer | 9 | 3.45 |
| clock buffer | 5 | 2.79 |
| clock inverter | 1 | 0.152 |
| multi-input combinational | 163 | 42.7 |
| sequential | 38 | 46.3 |
| tap | 72 | 3.65 |
| inverter | 6 | 0.914 |
power by group through the flow:
stage	clock (uW)	sequential (uW)	combinational [uW]
after CTS	139	473	362
final	133	473	358
after global routing	150	491	407
cell families (layout without fill, tap and decap cells):
logic type | after synthesis | count (layout) | share of synthesized area, %
muxes | 1 | 1 | 0.441
and+or+nand+nor | 101 | 101 | 25.0
DFF | 38 | 38 | 50.2
xor gates and xnor gates | 18 | 18 | 6.94
buffers and inverters | 19 | 21 | 3.63
AOI/OAI and AO/OA | 41 | 41 | 12.8
adders and majority gates | 2 | 2 | 0.991
Power figures rest on the tool's default switching activity, not on a simulated workload.
