`config.mk`:
```
export PLATFORM = sky130hd
export DESIGN_NAME = DirectMapCache
export DESIGN_NICKNAME = DirectMapCache
export VERILOG_FILES = /design/flow/design.v
export SDC_FILE = /design/flow/constraint.sdc
export NUM_CORES = 4
export LEC_CHECK = 1
export CORE_UTILIZATION = 40
```
`constraint.sdc`:
```
current_design DirectMapCache

set clk_period 9.2
set clk_io_pct 0.2

create_clock -name clk0 -period $clk_period [get_ports {clk}]

set non_clock_inputs [all_inputs -no_clocks]
set_input_delay [expr $clk_period * $clk_io_pct] -clock clk0 $non_clock_inputs
set_output_delay [expr $clk_period * $clk_io_pct] -clock clk0 [all_outputs]
```
`design.v`:
```
`timescale 1ns / 1ps
module Components(
);
endmodule
module MainMemory(
	input [11:0] address,
	input [31:0] data_in,
	input write,
	input clk,
	output reg [31:0] data_out
);
	reg [31:0] Memory[11:0];
	initial begin
		Memory[0] = 0;
		Memory[1] = 1;
		Memory[2] = 2;
		Memory[3] = 3;
		Memory[4] = 0;
		Memory[5] = 0;
		Memory[6] = 0;
		Memory[7] = 0;
	end
	always@(posedge clk) begin
		if(write) begin
			Memory [address] = data_in;
		end
		data_out = Memory[address];
	end
endmodule
module two_to_one_mux_32bit(
	input [31:0] in0,
	input [31:0] in1,
	input s,
	output reg [31:0] out
);
	always@(s, in0, in1) begin
		if(s)
			out = in1;
		else
			out = in0;
	end
endmodule
module comparator_9bit(
	input [8:0] in0,
	input [8:0] in1,
	output reg out
);
	always@(in0, in1) begin
		if(in0 == in1)
			out = 1;
		else
			out = 0;
	end
endmodule
module Cache(
	input [2:0] index,
	input write,
	input [31:0] data_in,
	input [8:0] tag_in,
	input clk,
	output reg valid,
	output reg [8:0] tag_out,
	output reg [31:0] data_out
);
	reg [41:0] cache_memory [3:0];
	initial begin
		cache_memory [0] = 42'h20000000000;
		cache_memory [1] = 42'h20000000001;
		cache_memory [2] = 42'h20000000002;
		cache_memory [3] = 42'h00000000005;
		cache_memory [4] = 0;
		cache_memory [5] = 0;
		cache_memory [6] = 0;
		cache_memory [7] = 0;
	end
	always@(index) begin
		data_out = cache_memory [index] [31:0];
		tag_out = cache_memory [index] [40:32];
		valid = cache_memory [index] [41];
	end
	always@(posedge clk) begin
		if(write) begin
			cache_memory [index] [31:0] = data_in;
			cache_memory [index] [40:32] = tag_in;
			cache_memory [index] [41] = 1;
		end
	end
endmodule
`timescale 1ns / 1ps
module DirectMapCache(
	input [11:0] address,
	input [31:0] data,
	input r_or_w,  
	input clk,
	output [31:0] out
);
wire [31:0] memory_out;
wire [31:0] cache_out;
wire valid;
wire [8:0] tag;
wire tag_equal;
wire cache_write;
wire nhit;
MainMemory MainMemory0 (address, data, r_or_w, clk, memory_out);
Cache Cache0 (address[2:0], cache_write, memory_out, address[11:3], clk, valid, tag, cache_out);
comparator_9bit comparator_9bit0 (address[11:3], tag, tag_equal);
and(hit, tag_equal, valid);
not(nhit, hit);
or(cache_write, nhit, r_or_w);
two_to_one_mux_32bit two_to_one_mux_32bit0 (memory_out, cache_out, hit, out);
endmodule
```
`run.sh`:
```
#!/bin/bash
# OpenROAD 26Q1-2900-gdf79404cd8, Yosys 0.63+post, stock flow scripts
make -C /OpenROAD-flow-scripts/flow DESIGN_CONFIG=/design/flow/config.mk WORK_HOME=/design/flow/orfs finish
```
==> deck_impl_summary.md <==
Key Metrics from the Run

Status
  • Status: completed

Synth
  • Yosys synthesis chip area: 0.02367 sq mm
  • Synthesized flop and latch total: 584
  • Mapped Cells: 1969
  • Asr flop ratio synth: 0%
  • Netlist cell types: 65
  • Mapped Avg Cell Area: 12.02 sq um
  • Synth Warn #: 6
  • Number of enable flip-flop cells: 168
  • Top_reg_cell synth: dfxtp_1
  • Synth Seq Share: 56.49%
  • Yosys cell count: 1969
  • Mapped Area: 0.02367 sq mm

Setup path
  • Slowest CP cell: buf_4
  • CP endpoint kind: primary output
  • Worst Path Required: 7360 ps
  • Critical path launch point type: primary input
  • Crit Path Category: in -> out
  • Max Fanout on Critical Path: 33
  • Max incr delay on CP: 540 ps
  • Family with the most delay on the worst path: buffers and inverters
  • Worst EP arrival: 5080 ps
  • Crit-path cells: buf_4 -> buf_4 -> mux4_2 -> xnor2_1 -> nand4_1 -> a211oi_4 -> buf_4 -> mux2_2 -> clkdlybuf4s50_1
  • CP dominant cell by count: buf_4
  • CP bufs+invs: 4

Timing
  • FMAX: 144.4 MHz
  • Skew final: 20.26 ps
  • Least-Margin Pin Slew: 1026 ps
  • Final Max Slew Viols: 0
  • Min Tclk post-route: 6924 ps
  • TNS Setup: 0 ps
  • RSZ-0062 raised after global routing: false
  • Final Cycle Share: 75.26%
  • Final hold vios: 0
  • Hold_ws: 452.6 ps
  • Final Setup Violations: 0
  • Relative slew margins: 31.45%

Power and ir drop
  • Leak Pwr: 10.19 nW
  • PwrDens: 246.1 mW/mm^2
  • Peak supply drop: 0.1540 mV

Clock network
  • Clock Path Buffers: 3
  • Clk latency late pin: 630 ps
  • CTS HTree Levels: 2
  • Root Driver: clkbuf_16
  • CTS tree: yes
  • CTS resizes: 0
  • Clock Sink Count: 584
  • Num CTS Buffers: 58
  • Setup Buffers After CTS: 0
  • Clk slew on worst S/H paths: 60 ps
  • Hold-fix buffers, CTS: 0

Floorplanning
  • Die height: 245.3 um
  • Total die area: 0.06015 sq mm
  • Core area: 0.05814 sq mm
  • Initial Util: 40.72%
  • Ports: 78
  • Num rows: 88
  • Horiz. Die Dim: 245.3 um

GRT
  • Grt total ovfl: 0
  • First-pass GRT wire length: 100.9 mm
  • Pin count of the biggest net entering global routing: 57
  • Total track usage: 23.29%
  • Initial antenna violation count: 4
  • Vias in the first global route: 16.36k

Cells and area
  • Synth-to-layout area growth: 15.18%
  • Share of cells above drive strength 1: 27.32%
  • Fill cell count: 5005
  • Dominant logic cell types in the final layout: dfxtp_1, mux2_2, edfxtp_1
  • Most frequent logic cell in the layout: dfxtp_1

Place
  • I/O Buffers: 77
  • Routability congestion estimate: 0.8900
  • Hpwl dp: 40.62 mm

Drt
  • Antenna viol nets, final: 0
  • Avg Vias per Cell: 5.790
  • Initial DRC Count: 1386
  • First-pass DRT Iterations: 7
  • Routed vias: 16.22k
  • WL per Instance: 23.59 um
  • Final wirelength: 66.09 mm
  • Drt drc: 0

Run
  • # Max-Cap Violations: 0
  • Tool warning count: 25

Hold path
  • Worst Hold Class: reg -> reg
==> registers in the layout, summed over array words and instances, names as in the netlist <==
name,count
MainMemory0.data_out,32
MainMemory0.Memory,384
Cache0.cache_memory,168
==> final timing paths <==
path                            cells past startpoint  slack [ps]                          to                       start
worst max register to register                      7        6200  Cache0.cache_memory[0][24]  Cache0.cache_memory[3][36]
worst max-delay path                                9        2280                      out[9]                  address[1]
worst min register to register                      2         450   MainMemory0.Memory[3][13]   MainMemory0.Memory[3][13]
worst min-delay path                                2         450   MainMemory0.Memory[3][13]   MainMemory0.Memory[3][13]
==> report_power, final <==
group          switching, W  leakage (nW)  internal [W]  total, W
logic              0.000391          4.09      0.000457  0.000848
registers          0.000211          5.08       0.00314   0.00335
clock network       0.00100          1.02       0.00151   0.00251
total               0.00161          10.2       0.00510   0.00671
==> logic make-up (layout without fill, tap and decap cells) <==
| family | count (synthesis) | in the layout | share of synthesized area (%) |
|---|---|---|---|
| buf+inv | 191 | 254 | 3.383 |
| mux | 390 | 390 | 20.31 |
| simple gates | 290 | 290 | 5.418 |
| other cells | 1 | 5 | 0.01584 |
| compound gates | 497 | 497 | 13.79 |
| flops | 584 | 584 | 56.49 |
| xor+xnor | 16 | 16 | 0.5920 |
==> metrics by stage <==
stage	util (%)	worst slack (ps)	std cells	area (sq um)	total power [W]
2_1_floorplan	-	2569	1972	23680	0.003948
3_3_place_gp	43.36	2260	2691	25210	0.004200
3_5_place_dp	43.36	2199	2691	25210	0.004244
4_1_cts	46.89	2186	2800	27260	0.006753
5_1_grt	46.89	2046	2800	27260	0.007000
6_report	46.90	2276	2801	27260	0.006711
==> cell usage after synthesis (all sizes together) (5+ instances only) <==
master  instances  area share (%)
a211oi          6            0.24
a21boi          6            0.19
a21oi          82             1.7
a221o          13            0.55
a221oi         33             1.2
a222oi         10            0.42
a22o           41             1.5
a22oi          57             1.8
a31oi          21            0.56
and2            5            0.13
buf            65             1.4
clkbuf        112             1.8
dfxtp         416              35
edfxtp        168              21
inv            13            0.21
mux2          332              16
mux2i          19            0.80
mux4           39             3.7
nand2         172             2.7
nand3           8            0.17
nor2           58            0.92
nor2b          13            0.34
o21ai         166             3.5
o221ai         11            0.41
o22ai          21            0.56
xnor2          11            0.41
xor2            5            0.18
==> layer usage <==
layer	global-route usage [%]	wire length, um	up-vias	part of all wire [%]
li1	-	-	7427	-
met1	34.23	28750	8040	44
met2	34.86	29530	584	45
met3	5.949	5174	164	7.8
met4	7.886	2607	4	3.9
met5	0	24	-	0.036
==> final cells by class <==
class	instances	area [sq um]	area share [%]
multi-input cells	1197	9664	35.45
flip-flops and latches	584	13370	49.05
clock inverters	26	359.1	1.317
repair buffers	131	1159	4.249
clock buffers	83	1698	6.227
diodes	1	2.502	0.009178
well taps	765	957.2	3.511
inverters	14	52.55	0.1927
==> worst register-to-register path: stages, from the launching register on <==
cell      delay, ps
edfxtp_1        370
mux4_2          500
xnor2_1         170
nand4_1         150
a211oi_4        310
buf_4           540
a21oi_4         270
buf_4           360
Power is estimated from default activity; no workload was simulated.
